## /design/flow/run.sh

```bash
#!/bin/bash
# OpenROAD 26Q1-2900-gdf79404cd8, Yosys 0.63+post, stock flow scripts
make -C /OpenROAD-flow-scripts/flow DESIGN_CONFIG=/design/flow/config.mk WORK_HOME=/design/flow/orfs finish
```

## /design/flow/config.mk

```make
export PLATFORM = sky130hd
export DESIGN_NAME = openmips
export DESIGN_NICKNAME = openmips
export VERILOG_FILES = /design/flow/design.v
export SDC_FILE = /design/flow/constraint.sdc
export NUM_CORES = 4
export LEC_CHECK = 1
export CORE_AREA = 10 10 92 92
export DIE_AREA = 0 0 102 102
export SYNTH_HDL_FRONTEND = slang
```

## /design/flow/constraint.sdc

```tcl
current_design openmips

set clk_period 4.7
set clk_io_pct 0.2

create_clock -name clk0 -period $clk_period [get_ports {clk}]

set non_clock_inputs [all_inputs -no_clocks]
set_input_delay [expr $clk_period * $clk_io_pct] -clock clk0 $non_clock_inputs
set_output_delay [expr $clk_period * $clk_io_pct] -clock clk0 [all_outputs]
```

## /design/flow/design.v

```verilog
module ex (
    input   wire    rst,
    input   wire[7:0]         aluop_i,
    input   wire[2:0]        alusel_i,
    input   wire[31:0]           reg1_i,
    input   wire[31:0]           reg2_i,
    input   wire[4:0]       wd_i,
    input   wire                    wreg_i,
    output  reg[4:0]        wd_o,
    output  reg                     wreg_o,
    output  reg[31:0]            wdata_o
);
reg[31:0]    logicout;
always @(*) begin
    if(rst == 1'b1) begin
        logicout = 32'h0000_0000;
    end else begin
        case (aluop_i)
            8'b0010_0101: begin
                logicout = reg1_i | reg2_i;
            end
            default: begin
                logicout = 32'h0000_0000;
            end
        endcase
    end
end
always @(*) begin
    wd_o = wd_i;
    wreg_o = wreg_i;
    case (alusel_i)
        3'b001: begin
            wdata_o = logicout;
        end
        default: begin
            wdata_o = 32'h0000_0000;
        end
    endcase
end
endmodule
module ex_mem (
    input   wire    clk,
    input   wire    rst,
    input   wire[4:0]       ex_wd,
    input   wire                    ex_wreg,
    input   wire[31:0]           ex_wdata,
    output  reg[4:0]        mem_wd,
    output  reg                     mem_wreg,
    output  reg[31:0]            mem_wdata
);
always @(posedge clk) begin
    if(rst == 1'b1) begin
        mem_wd <= 5'b0_0000;
        mem_wreg <= 1'b0;
        mem_wdata <= 32'h0000_0000;
    end else begin
        mem_wd <= ex_wd;
        mem_wreg <= ex_wreg;
        mem_wdata <= ex_wdata;
    end
end
endmodule
module id (
        input   wire                    rst,
        input   wire[31:0]      pc_i,
        input   wire[31:0]          inst_i,
        input   wire[31:0]           reg1_data_i,
        input   wire[31:0]           reg2_data_i,
        output  reg                     reg1_read_o,
        output  reg                     reg2_read_o,
        output  reg[4:0]        reg1_addr_o,
        output  reg[4:0]        reg2_addr_o,
        output  reg[7:0]          aluop_o,
        output  reg[2:0]         alusel_o,
        output  reg[31:0]            reg1_o,
        output  reg[31:0]            reg2_o,
        output  reg[4:0]        wd_o,
        output  reg                     wreg_o
);
wire[5:0] op = inst_i[31:26];
wire[4:0] op2 = inst_i[10:6];
wire[5:0] op3 = inst_i[5:0];
wire[4:0] op4 = inst_i[20:16];
reg[31:0]    imm;
reg instvalid;
always @(*)begin
        if(rst == 1'b1) begin
                aluop_o = 8'b0000_0000;
                alusel_o = 3'b000;
                wd_o = 5'b0_0000;
                wreg_o = 1'b0;
                instvalid = 1'b0;
                reg1_read_o = 1'b0;
                reg2_read_o = 1'b0;
                reg1_addr_o = 5'b0_0000;
                reg2_addr_o = 5'b0_0000;
                imm = 32'h0;
        end else begin
                aluop_o = 8'b0000_0000;
                alusel_o = 3'b000;
                wd_o = inst_i[15:11];
                wreg_o = 1'b0;
                instvalid = 1'b1;
                reg1_read_o = 1'b0;
                reg2_read_o = 1'b0;
                reg1_addr_o = inst_i[25:21];
                reg2_addr_o = inst_i[20:16];
                imm = 32'h0000_0000;
                case(op)
                        6'b00_1101: begin
                                wreg_o = 1'b1;
                                aluop_o = 8'b0010_0101;
                                alusel_o = 3'b001;
                                reg1_read_o = 1'b1;
                                reg2_read_o = 1'b0;
                                imm = {16'h0, inst_i[15:0]};
                                wd_o = inst_i[20:16];
                                instvalid = 1'b0;
                        end
                        default: begin
                        end
                endcase
        end
end
always @(*) begin
        if(rst == 1'b1) begin
                reg1_o = 32'h0000_0000;
        end else if(reg1_read_o == 1'b1) begin
                reg1_o = reg1_data_i;
        end else if(reg1_read_o == 1'b0) begin
                reg1_o = imm;
        end else begin
                reg1_o = 32'h0000_0000;
        end
end
always @(*) begin
        if(rst == 1'b1) begin
                reg2_o = 32'h0000_0000;
        end else if(reg2_read_o == 1'b1) begin
                reg2_o = reg2_data_i;
        end else if(reg2_read_o == 1'b0) begin
                reg2_o = imm;
        end else begin
                reg2_o = 32'h0000_0000;
        end
end
endmodule
module id_ex (
        input   wire    clk,
        input   wire    rst,
        input   wire[7:0]         id_aluop,
        input   wire[2:0]        id_alusel,
        input   wire[31:0]           id_reg1,
        input   wire[31:0]           id_reg2,
        input   wire[4:0]       id_wd,
        input   wire                    id_wreg,
        output  reg[7:0]          ex_aluop,
        output  reg[2:0]         ex_alusel,
        output  reg[31:0]            ex_reg1,
        output  reg[31:0]            ex_reg2,
        output  reg[4:0]        ex_wd,
        output  reg                     ex_wreg
);
always @(posedge clk) begin
        if(rst == 1'b1) begin
                ex_aluop <= 8'b0000_0000;
                ex_alusel <= 3'b000;
                ex_reg1 <= 32'h0000_0000;
                ex_reg2 <= 32'h0000_0000;
                ex_wd <= 5'b0_0000;
                ex_wreg <= 1'b0;
        end else begin
                ex_aluop <= id_aluop;
                ex_alusel <= id_alusel;
                ex_reg1 <= id_reg1;
                ex_reg2 <= id_reg2;
                ex_wd <= id_wd;
                ex_wreg <= id_wreg;
        end
end
endmodule
module if_id (
        input   wire    rst,
        input   wire    clk,
        input   wire[31:0]      if_pc,
        input   wire[31:0]          if_inst,
        output   reg[31:0]      id_pc,
        output   reg[31:0]          id_inst
);
always @(posedge clk) begin
        if(rst == 1'b1) begin
                id_pc <= 32'h0000_0000;
                id_inst <= 32'h0000_0000;
        end else begin
                id_pc <= if_pc;
                id_inst <= if_inst;
        end
end
endmodule
module mem (
    input   wire    rst,
    input   wire[4:0]       wd_i,
    input   wire                    wreg_i,
    input   wire[31:0]           wdata_i,
    output  reg[4:0]        wd_o,
    output  reg                     wreg_o,
    output  reg[31:0]            wdata_o
);
always @(*) begin
    if(rst == 1'b1) begin
        wd_o = 5'b0_0000;
        wreg_o = 1'b0;
        wdata_o = 32'h0000_0000;
    end else begin
        wd_o = wd_i;
        wreg_o = wreg_i;
        wdata_o = wdata_i;
    end
end
endmodule
module mem_wb (
    input   wire    clk,
    input   wire    rst,
    input   wire[4:0]   mem_wd,
    input   wire                mem_wreg,
    input   wire[31:0]       mem_wdata,
    output  reg[4:0]    wb_wd,
    output  reg                 wb_wreg,
    output  reg[31:0]        wb_wdata
);
    always @(posedge clk) begin
        if(rst == 1'b1) begin
            wb_wd <= 5'b0_0000;
            wb_wreg <= 1'b0;
            wb_wdata <= 32'h0000_0000;
        end else begin
            wb_wd <= mem_wd;
            wb_wreg <= mem_wreg;
            wb_wdata <= mem_wdata;
        end
    end
endmodule
module openmips (
    input   wire    clk,
    input   wire    rst,
    input   wire[31:0]       rom_data_i,
    output  wire[31:0]       rom_addr_o,
    output  wire                rom_ce_o
);
wire[31:0]      pc;
wire[31:0]      id_pc_i;
wire[31:0]          id_inst_i;
wire[7:0]         id_aluop_o;
wire[2:0]        id_alusel_o;
wire[31:0]           id_reg1_o;
wire[31:0]           id_reg2_o;
wire                    id_wreg_o;
wire[4:0]       id_wd_o;
wire[7:0]         ex_aluop_i;
wire[2:0]        ex_alusel_i;
wire[31:0]           ex_reg1_i;
wire[31:0]           ex_reg2_i;
wire                    ex_wreg_i;
wire[4:0]       ex_wd_i;
wire                    ex_wreg_o;
wire[4:0]       ex_wd_o;
wire[31:0]           ex_wdata_o;
wire                    mem_wreg_i;
wire[4:0]       mem_wd_i;
wire[31:0]           mem_wdata_i;
wire                    mem_wreg_o;
wire[4:0]       mem_wd_o;
wire[31:0]           mem_wdata_o;
wire                    wb_wreg_i;
wire[4:0]       wb_wd_i;
wire[31:0]           wb_wdata_i;
wire                    reg1_read;
wire                    reg2_read;
wire[31:0]           reg1_data;
wire[31:0]           reg2_data;
wire[4:0]       reg1_addr;
wire[4:0]       reg2_addr;
pc_reg pc_reg0(
    .clk(clk),
    .rst(rst),
    .pc(pc),
    .ce(rom_ce_o)
);
assign rom_addr_o = pc;
if_id if_id0 (
    .clk(clk),
    .rst(rst),
    .if_pc(pc),
    .if_inst(rom_data_i),
    .id_pc(id_pc_i),
    .id_inst(id_inst_i)
);
id id0(
    .rst(rst),
    .pc_i(id_pc_i),
    .inst_i(id_inst_i),
    .reg1_data_i(reg1_data),
    .reg2_data_i(reg2_data),
    .reg1_read_o(reg1_read),
    .reg2_read_o(reg2_read), 	  
    .reg1_addr_o(reg1_addr),
    .reg2_addr_o(reg2_addr), 
    .aluop_o(id_aluop_o),
    .alusel_o(id_alusel_o),
    .reg1_o(id_reg1_o),
    .reg2_o(id_reg2_o),
    .wd_o(id_wd_o),
    .wreg_o(id_wreg_o)
);
regfile regfile0(
    .clk (clk),
    .rst (rst),
    .we	(wb_wreg_i),
    .waddr (wb_wd_i),
    .wdata (wb_wdata_i),
    .re1 (reg1_read),
    .raddr1 (reg1_addr),
    .rdata1 (reg1_data),
    .re2 (reg2_read),
    .raddr2 (reg2_addr),
    .rdata2 (reg2_data)
);
id_ex id_ex0(
    .clk(clk),
    .rst(rst),
    .id_aluop(id_aluop_o),
    .id_alusel(id_alusel_o),
    .id_reg1(id_reg1_o),
    .id_reg2(id_reg2_o),
    .id_wd(id_wd_o),
    .id_wreg(id_wreg_o),
    .ex_aluop(ex_aluop_i),
    .ex_alusel(ex_alusel_i),
    .ex_reg1(ex_reg1_i),
    .ex_reg2(ex_reg2_i),
    .ex_wd(ex_wd_i),
    .ex_wreg(ex_wreg_i)
);		
ex ex0(
    .rst(rst),
    .aluop_i(ex_aluop_i),
    .alusel_i(ex_alusel_i),
    .reg1_i(ex_reg1_i),
    .reg2_i(ex_reg2_i),
    .wd_i(ex_wd_i),
    .wreg_i(ex_wreg_i),
    .wd_o(ex_wd_o),
    .wreg_o(ex_wreg_o),
    .wdata_o(ex_wdata_o)
);
ex_mem ex_mem0(
    .clk(clk),
    .rst(rst),
    .ex_wd(ex_wd_o),
    .ex_wreg(ex_wreg_o),
    .ex_wdata(ex_wdata_o),
    .mem_wd(mem_wd_i),
    .mem_wreg(mem_wreg_i),
    .mem_wdata(mem_wdata_i)
);
mem mem0(
    .rst(rst),
    .wd_i(mem_wd_i),
    .wreg_i(mem_wreg_i),
    .wdata_i(mem_wdata_i),
    .wd_o(mem_wd_o),
    .wreg_o(mem_wreg_o),
    .wdata_o(mem_wdata_o)
);
mem_wb mem_wb0(
    .clk(clk),
    .rst(rst),
    .mem_wd(mem_wd_o),
    .mem_wreg(mem_wreg_o),
    .mem_wdata(mem_wdata_o),
    .wb_wd(wb_wd_i),
    .wb_wreg(wb_wreg_i),
    .wb_wdata(wb_wdata_i)                              
);
endmodule
module pc_reg (
        input   wire    clk,
        input   wire    rst,
        output  reg[31:0]       pc,
        output  reg                     ce
);
always @(posedge clk) begin
        if(rst == 1'b1) begin
                ce <= 1'b0;
        end else begin
                ce <= 1'b1;
        end
end
always @(posedge clk) begin
        if(ce == 1'b0) begin
                pc <= 32'h0;
        end else begin
                pc <= pc + 4'h4;
        end
end
endmodule
module regfile (
        input   wire    rst,
        input   wire    clk,
        input   wire                    we,
        input   wire[4:0]       waddr,
        input   wire[31:0]           wdata,
        input   wire                    re1,
        input   wire[4:0]       raddr1,
        output  reg[31:0]            rdata1,
        input   wire                    re2,
        input   wire[4:0]       raddr2,
        output  reg[31:0]            rdata2
);
reg[31:0]    regs[0:32-1];
always @(posedge clk) begin
        if(rst == 1'b0) begin
                if( (we == 1'b1) && (waddr != 5'h0) ) begin
                        regs[waddr] <= wdata;
                end
        end
end
always @(*) begin
        if(rst == 1'b1) begin
                rdata1 = 32'h0000_0000;
        end else if(raddr1 == 5'h0) begin
                rdata1 = 32'h0000_0000;
        end else if( (raddr1 == waddr) && (we == 1'b1) && (re1 == 1'b1) ) begin
                rdata1 = wdata;
        end else if(re1 == 1'b1) begin
                rdata1 = regs[raddr1];
        end else begin
                rdata1 = 32'h0000_0000;
        end
end
always @(*) begin
        if(rst == 1'b1) begin
                rdata2 = 32'h0000_0000;
        end else if(raddr2 == 5'h0) begin
                rdata2 = 32'h0000_0000;
        end else if( (raddr2 == waddr) && (we == 1'b1) && (re2 == 1'b1) ) begin
                rdata2 = wdata;
        end else if(re2 == 1'b1) begin
                rdata2 = regs[raddr2];
        end else begin
                rdata2 = 32'h0000_0000;
        end
end
endmodule
```

==> run_results.csv <==
group,metric,value,unit
status,outcome,"complete, no violations",
timing,clock_skew,0.003325,ns
logic_synthesis,yosys_cells,163,
power_and_ir_drop,leakage,0.5896,nW
power_and_ir_drop,p_total,0.0005105,W
clocking,clock_latency,0.28,ns
min_path,hold_path.class,"reg -> reg",
logic_synthesis,ys_ff,31,
route,num_vias,1287,
power_and_ir_drop,clkPwrFrac,44.8,%
route,finalWirelength,3.611,mm
global_route,grt-ovfl-total,0,
logic_synthesis,yosys_area,0.001414,mm^2
power_and_ir_drop,seq_power_share,52.6,%
worst_setup_path,slowest_delay,0.58,ns
clocking,cts_buffers,5,
route,drc,0,
clocking,tritoncts,"done",
power_and_ir_drop,p_per_area,268.6,mW/mm^2
logic_synthesis,synth-edff-count,0,
worst_setup_path,worst-path-buf-inv,0,
power_and_ir_drop,switchingPower,0.0001043,W
timing,tns,0,ns
worst_setup_path,r2r_cells,5,
logic_synthesis,synth_dominant_cell_count,"dfxtp_1",
logic_synthesis,logic_family,"simple AND/OR/NAND/NOR gates",
timing,period_needed,2.232,ns
timing,fmax,447.9,MHz
die,die_x,102,um
clocking,root_buffer,"clkbuf_8",
global_route,grt_max_degree,30,
route,dr.pass1.iters,4,
worst_setup_path,criticalPathCategory,"reg -> reg",
clocking,cts.clk_slew.worst_paths,0.06,ns
route,wl_per_cell,13.13,um
global_route,grt_first_pass_wirelength,5.754,mm
logic_synthesis,simple_gate_share,29.91,%
global_route,grt_pass1_vias,1191,
worst_setup_path,worstReg2RegStart,"pc_reg0.pc[2]$_SDFF_PN0_",
power_and_ir_drop,p_sw_share,20.42,%
logic_synthesis,common_cells,"dfxtp_1 (31), a21oi_1 (16), nor2_1 (14)",
power_and_ir_drop,vdd_ir_drop_max,0.1169,mV
die,coreArea,0.006459,mm^2
logic_synthesis,aoi_share,13.10,%
global_route,track_usage,6.710,%
min_path,min_path_cells,1,
clocking,cts_hold_buf,0,
worst_setup_path,crit_required,4.91,ns
logic_synthesis,yosys.area.top_type,"dfxtp_1",
die,io_pins,67,
place,io_buffers,32,
worst_setup_path,path_cells,"ha_1 -> nand4_2 -> or3_1 -> or4_1 -> a21oi_1",
logic_synthesis,xor_share,7.434,%
timing,rsz0062_at_grt,"false",
logic_synthesis,yosys.area_share.adder,0.8850,%
clocking,ctsResizeCount,0,
clocking,clock_sinks,31,
timing,finalClockPeriodUsage,47.50,%
logic_synthesis,synth_cells,163,
clocking,postCtsSetupRepairBufs,0,
timing,drv_slew,0,
job,drv_cap,0,
die,std_cell_rows,29,
logic_synthesis,mux_share,0,%
route,via_per_inst,4.680,
worst_setup_path,worstPathArrival,2.44,ns
logic_synthesis,synth_seq_share,43.89,%
die,fp_util,21.89,%
logic_synthesis,synthArstFlopShare,0,%
worst_setup_path,path_delay_family,"simple AND/OR/NAND/NOR gates",
logic_synthesis,yosysUniqueCellTypes,27,
route,dr.first_iter.drc_count,77,
worst_setup_path,end_kind,"flip-flop",
logic_synthesis,synth_area,0.001414,mm^2
route,diodes,0,
place,gp_congestion,0.7751,
worst_setup_path,cp-start-kind,"flip-flop",
place,hpwl,2.543,mm
min_path,holdCritStartpoint,"pc_reg0.pc[2]$_SDFF_PN0_",
timing,finalSetupViolations,0,
power_and_ir_drop,power.share.combinational,2.6,%
worst_setup_path,cpMaxStageDelayCell,"or3_1",
logic_synthesis,area_leaders,"dfxtp_1 (44%), xnor2_1 (6.2%), a21oi_1 (5.7%), o31ai_1 (5.3%), or4_1 (5.3%)",
finish,area_growth,34.42,%
finish,fillers,672,
clocking,htreeDepth,2,
clocking,clk_path_buf_depth,2,
logic_synthesis,ys_warn_count,0,
die,die-area,0.01040,mm^2
logic_synthesis,syn_area_per_cell,8.674,um^2
job,warnings,57,
worst_setup_path,rr_endpoint,"pc_reg0.pc[24]$_SDFF_PN0_",
die,fp.dieH,102,um
logic_synthesis,synth_top_area_share,43.89,%
finish,largest_reg_flops,30,
global_route,antenna_found_initial,0,
finish,drive_above_1_share,7.071,%
worst_setup_path,critPathMaxFanout,10,
logic_synthesis,ff_type,"dfxtp_1",
route,ant_nets,0,
min_path,holdPathEnd,"pc_reg0.pc[2]$_SDFF_PN0_",
power_and_ir_drop,p_int,0.0004062,W
worst_setup_path,reg2reg_slack,2.47,ns
timing,hold_viol_final,0,
-- worst max path at each step --
stage	startpoint	endpoint	slack, ns	cells after the start
finish	pc_reg0.pc[2]$_SDFF_PN0_	pc_reg0.pc[24]$_SDFF_PN0_	2.47	5
global route	pc_reg0.pc[2]$_SDFF_PN0_	pc_reg0.pc[22]$_SDFF_PN0_	2.31	5
CTS	pc_reg0.pc[2]$_SDFF_PN0_	pc_reg0.pc[24]$_SDFF_PN0_	2.46	5
-- cell families (layout without fill, tap and decap cells) --
group / after synthesis / count (layout)
flip-flops: 31 / 31
other: 1 / 2
AND/OR/NAND/NOR: 73 / 73
AND-OR/OR-AND: 32 / 32
XOR/XNOR: 12 / 12
adder cells (fa/ha/maj): 1 / 1
buffers and inverters: 13 / 47
-- power by group through the flow --
stage / clock (W) / combinational (W) / sequential, W
4_1_cts: 0.000236 / 0.0000140 / 0.000268
5_1_grt: 0.000248 / 0.0000159 / 0.000269
6_report: 0.000228 / 0.0000135 / 0.000268
-- through the flow --
stage | cell area [um^2] | cells | util [%] | hold WS (ns) | worst slack, ns
2_1_floorplan | 1418 | 164 | - | 0.4295 | 2.712
3_3_place_gp | 1800 | 267 | 27.88 | 0.4599 | 2.506
3_5_place_dp | 1800 | 267 | 27.88 | 0.4639 | 2.501
4_1_cts | 1901 | 275 | 29.43 | 0.4835 | 2.457
5_1_grt | 1901 | 275 | 29.43 | 0.5115 | 2.311
6_report | 1901 | 275 | 29.43 | 0.4817 | 2.468
-- worst register-to-register path, cell delays in order, from the launching register on --
cell and delay (ns):
dfxtp_1 0.40, ha_1 0.25, nand4_2 0.24, or3_1 0.58, or4_1 0.54, a21oi_1 0.15
-- cells in the final DEF (no fill, tap or decap), types with 3 or more instances in the layout --
cell	Yosys	final
dfxtp_1	31	31
o21ai_0	6	6
and3_1	5	5
nor3_1	3	3
clkbuf_8	0	7
or3_1	7	7
nor4_1	3	3
nand2_1	12	12
or3_2	3	3
nor2_1	14	14
nand3_1	6	6
clkdlybuf4s50_1	0	32
nand4_1	6	6
inv_1	6	6
a21oi_1	16	16
or4_1	10	10
xnor2_1	10	10
o31ai_1	10	10
-- area by class of cell --
| class | instances | area (um^2) | share of cell area, % |
|---|---|---|---|
| multi-input combinational | 120 | 733.2 | 38.58 |
| sequential | 31 | 620.6 | 32.65 |
| timing repair buffer | 33 | 327.8 | 17.25 |
| clock buffer | 8 | 100.1 | 5.267 |
| tap | 77 | 96.34 | 5.069 |
| inverter | 6 | 22.52 | 1.185 |
-- routing by layer --
metal | vias up | GRT usage [%] | wire, um
met1 | 590 | 8.438 | 1603
met3 | 4 | 3.272 | 347
li1 | 664 | - | -
met5 | - | 0 | 0
met4 | 0 | 0.6508 | 27
met2 | 29 | 10.62 | 1633
Power and IR drop assume default switching activity.
